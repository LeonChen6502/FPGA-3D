==> /design/flow/config.mk <==
export PLATFORM = sky130hd
export DESIGN_NAME = Screen
export DESIGN_NICKNAME = Screen
export VERILOG_FILES = /design/flow/design.v
export SDC_FILE = /design/flow/constraint.sdc
export NUM_CORES = 4
export LEC_CHECK = 1
export CORE_UTILIZATION = 30
==> /design/flow/run.sh <==
#!/bin/bash
# OpenROAD 26Q1-2900-gdf79404cd8, Yosys 0.63+post, stock flow scripts
make -C /OpenROAD-flow-scripts/flow DESIGN_CONFIG=/design/flow/config.mk WORK_HOME=/design/flow/orfs finish
==> /design/flow/design.v <==
module Cordic_Vec(
    input clk,
    input rst_n,
    input iStart,
    input signed [15:0] iAngle,
    input signed [15:0] iX,
    input signed [15:0] iY,
    output signed [15:0] oX,
    output signed [15:0] oY,
    output oDone
);
parameter signed [15:0] cordic_gain = 16'd19898;  
reg [15:0] angleReduced, xReduced, yReduced;
always @(*) begin
    angleReduced = iAngle[13:0];
    case(iAngle[15:14])
        2'b00: begin  
            xReduced = iX;
            yReduced = iY;
        end
        2'b01: begin  
            xReduced = -iY;
            yReduced = iX;
        end
        2'b10: begin  
            xReduced = -iX;
            yReduced = -iY;
        end
        2'b11: begin  
            xReduced = iY;
            yReduced = -iX;
        end
    endcase
end
Cordic_Vec_Core core (
    .clk(clk),
    .rst_n(rst_n),
    .start(iStart),
    .angle(angleReduced),
    .x_in(xReduced),
    .y_in(yReduced),
    .cos_out(xCore),
    .sin_out(yCore),
    .done(doneCore),
    .busy(busyCore)
);
wire doneCore, busyCore;
wire signed [16:0] xCore, yCore;
reg done;
reg signed [31:0] xScaled, yScaled;
always @(posedge clk, negedge rst_n) begin
    if(!rst_n) begin
        xScaled <= 0;
        yScaled <= 0;
    end else begin
        xScaled <= xCore*cordic_gain;
        yScaled <= yCore*cordic_gain;
        done <= doneCore;
    end
end
assign oDone = done;
assign oX = xScaled[30:15];
assign oY = yScaled[30:15];
endmodule
module Cordic_Vec_Core(
    input clk,
    input rst_n,
    input start,
    input signed [15:0] angle,   
    input signed [15:0] x_in,
    input signed [15:0] y_in,
    output signed [16:0] cos_out,
    output signed [16:0] sin_out,
    output done,
    output busy
);
parameter ITERATIONS = 14;
reg signed [15:0] atan_table [0:15];  
initial begin    
    atan_table[0] = 8192;  
    atan_table[1] = 4836;  
    atan_table[2] = 2555;  
    atan_table[3] = 1297;
    atan_table[4] = 651;
    atan_table[5] = 325;
    atan_table[6] = 162;
    atan_table[7] = 81;
    atan_table[8] = 40;
    atan_table[9] = 20;
    atan_table[10] = 10;
    atan_table[11] = 5;
    atan_table[12] = 2;
    atan_table[13] = 1;
    atan_table[14] = 0;
    atan_table[15] = 0;
end
reg [4:0] dCounter, qCounter;
reg signed [16:0] qX, dX, dY, qY;
reg signed [15:0] dAngle, qAngle;
reg qDone, dDone;
reg qBusy, dBusy;
assign cos_out = qX;
assign sin_out = qY;
assign busy = qBusy;
assign done = qDone;
always @(*) begin
    dBusy = qBusy;
    dDone = 0;
    dX = x_in;
    dY = y_in;
    dAngle = angle;
    dCounter = qCounter;
    if(start) begin
        dBusy = 1;
    end
    if(qBusy) begin    
        if (qAngle >= 0) begin
            dX = qX - (qY >>> qCounter);
            dY = qY + (qX >>> qCounter);
            dAngle <= qAngle - atan_table[qCounter];
        end else begin
            dX = qX + (qY >>> qCounter);
            dY = qY - (qX >>> qCounter);
            dAngle = qAngle + atan_table[qCounter];
        end
        if(qCounter <= ITERATIONS-1)
            dCounter = qCounter + 1;
        else begin
            dCounter = 0;
            dDone = 1;
            dBusy = 0;
        end
    end
end
always @(posedge clk or negedge rst_n) begin
    if (!rst_n) begin
        qCounter <= 0;
        qX <= 0;
        qY <= 0;
        qAngle <= 0;
        qDone <= 0;
        qBusy <= 0;
    end else begin
        qCounter <= dCounter;
        qX <= dX;
        qY <= dY;
        qAngle <= dAngle;
        qDone <= dDone;
        qBusy = dBusy;
    end
end
endmodule
module Screen(
    input clk, rst_n,
    output [7:0] red, green, blue,
    output hsync, vsync, vgaClk, blank_n
);
wire [10:0] HCoordinate, VCoordinate;
VGA vga (
    .iClk(clk),
    .iRst_n(rst_n),
    .iRed(R),
    .iGreen(G),
    .iBlue(B),
    .oHCoordinate(HCoordinate),
    .oVCoordinate(VCoordinate),
    .oClk(vgaClk),
    .oBlank_n(blank_n),
    .oRed(red),
    .oGreen(green),
    .oBlue(blue),
    .oHsync(hsync),
    .oVsync(vsync)
);
parameter Period = 2000;
reg [10:0] prescaler;
reg signed [15:0] angle;
reg start;
always @(posedge clk, negedge rst_n) begin
    if(!rst_n) begin
        prescaler <= 31'd0;
        angle <= 0;
        start <= 0;
    end  
    else begin
        if(prescaler == Period - 1) begin
            prescaler <= 0;
            angle <= angle == 31'H7FFFF ? -31'H8000 : angle + 1;
            start <= 1;
        end else begin
            prescaler <= prescaler + 1;
            angle <= angle;
            start <= 0;
        end
    end        
end
wire signed [15:0] x_in = (150)<<<3;
wire signed [15:0] y_in = 0;
wire signed [15:0] cos, sin;
wire done;
Cordic_Vec dut (
    .clk(clk),
    .rst_n(rst_n),
    .iStart(start),
    .iX(x_in),
    .iY(y_in),
    .oX(cos),
    .oY(sin),
    .iAngle(angle),
    .oDone(done)
);
reg signed [15:0] pointX, pointY;
always @(posedge clk, negedge rst_n) begin
    if(!rst_n) begin
        pointX <= 0;
        pointY <= 0;
    end else begin
        if(done) begin
            pointX <= (cos >>> 3) + 400;
            pointY <= (sin >>> 3) + 300;
        end else begin 
            pointX <= pointX;
            pointY <= pointY;
        end
    end
end
wire [23:0] palette1 = 24'H023047;
wire [23:0] palette2 = 24'HFFB703;
reg [7:0] R, G, B;
always @(*) begin
    if (
    (HCoordinate >= pointX - 1) && (HCoordinate <= pointX + 1) &&
    (VCoordinate >= pointY - 1) && (VCoordinate <= pointY + 1)) 
	 begin
        R = palette2[23:16];
        G = palette2[15:8];
        B = palette2[7:0];
    end else begin
        R = palette1[23:16];
        G = palette1[15:8];
        B = palette1[7:0];
    end
end
endmodule
module VGA #(
    parameter hRes = 800,
    parameter hFrontPorch = 40,
    parameter hSyncPulse = 128,
    parameter hBackPorch = 88,
    parameter vRes = 600,
    parameter vFrontPorch = 1,
    parameter vSyncPulse = 4,
    parameter vBackPorch = 23,
    parameter countWidth = 11
)(
    input iClk,
    input iRst_n,
    input [7:0] iRed,
    input [7:0] iGreen,
    input [7:0] iBlue,
    output [countWidth-1:0] oHCoordinate,
    output [countWidth-1:0] oVCoordinate,
    output oClk,
    output oBlank_n,
    output oSync_n,
    output [7:0] oRed,
    output [7:0] oGreen,
    output [7:0] oBlue,
    output oHsync,
    output oVsync
);
localparam hPeriod = hRes + hFrontPorch + hSyncPulse + hBackPorch;
localparam vPeriod = vRes + vFrontPorch + vSyncPulse + vBackPorch;
reg [countWidth-1:0] dHCount, qHCount;
reg [countWidth-1:0] dVCount, qVCount;
wire blanking = qHCount > hRes - 1 || qVCount > vRes - 1;
wire hSyncing = qHCount >= hRes+hFrontPorch && qHCount < hRes+hFrontPorch+hSyncPulse;
wire vSyncing = qVCount >= vRes+vFrontPorch && qVCount < vRes+vFrontPorch+vSyncPulse;
assign oClk = iClk;
assign oRed = iRed;
assign oGreen = iGreen;
assign oBlue = iBlue;
assign oBlank_n = ~blanking;
assign oHsync = ~hSyncing;
assign oVsync = ~vSyncing;
assign oSync_n = 1'b0;
assign oHCoordinate = qHCount < hRes ? qHCount : hRes - 1;
assign oVCoordinate = qVCount < vRes ? qVCount : vRes - 1;
always @(*) begin
    dHCount = qHCount >= hPeriod-1 ? 0 : qHCount + 1;
    if(qHCount == hPeriod-1)
        dVCount = qVCount >= vPeriod-1 ? 0 : qVCount + 1;
    else 
        dVCount = qVCount;
end
always @(posedge iClk, negedge iRst_n) begin
    if(!iRst_n) begin
        qVCount <= 0;
        qHCount <= 0;
    end else begin
        qHCount <= dHCount;
        qVCount <= dVCount;
    end
end
endmodule
==> /design/flow/constraint.sdc <==
current_design Screen

set clk_period 10.0
set clk_io_pct 0.2

create_clock -name clk0 -period $clk_period [get_ports {clk}]

set non_clock_inputs [all_inputs -no_clocks]
set_input_delay [expr $clk_period * $clk_io_pct] -clock clk0 $non_clock_inputs
set_output_delay [expr $clk_period * $clk_io_pct] -clock clk0 [all_outputs]
==> Changelog: implementation <==
## Implementation

* Met3 Use GR at 2.93%
* Core box area at 75800 sq um
* R2r startpoint: dut.core.qX[10]$_DFF_PN0_
* CTS tree: done
* R2R Path End: dut.xScaled[30]$_DFF_PN0_
* Synth logic family: adder cells
* Yosys warning total at 4
* Hold EP: dut.done$_DFFE_PP_
* DRT iter0 DRCs at 668
* Remaining antenna violation count after routing at 0
* DRT Pass-1 Iters at 7
* Routed vias at 16200
* Worst-path clk slew at roughly 0.08 ns
* Startpoint class of the critical path: clock port
* Worst path bufs/invs at 3
* Pleak at 12.7 nW
* Gr usage total at 13.3%
* P&R area growth vs syn at 7.85%
* Initial antenna violation count at 0
* I/O pin count at 30
* Post-placement cell count at 3367
* Async SR Flop Fraction at 99.4%
* Met2 Use GR at 20.7%
* Routed wire length per instance at 14.1 um
* Hold_buf cts at 0
* Number of global-route vias before repair at 16300
* Slowest stage cell, crit path: clkdlybuf4s50_1
* Worst Skew at 0.0112 ns
* Fp util at 30.3%
* Most frequent logic cell in the layout: ha_1
* WHS Path Cells at 0
* RD Place Congestion at 0.931
* Layout Utilization at 32.6%
* # setup viols final at 0
* Worst setup EP type: output pin
* ANT cells at 0
* Cell area leaders: ha_1 20%, dfrtp_1 18%, fa_1 16%
* PnR Total Power at 1.46 mW
* Top cells excl fill/tap: 360 x ha_1, 329 x inv_1, 189 x fa_1
* Synth Seq Share at 17.7%
* MUX area fraction at 6.22%
* Slew margin rel. at between 50% and 60%
* Die Wd at between 200 and 300 um
* Adder share at 36.1%
* Hold wc startpoint: dut.core.qDone$_DFF_PN0_
* Post_cts resized at 0
* Dpl hpwl at ~38000 um
* CP delay by family, top: buffers and inverters
* CP required at 8.00 ns
* Worst-Margin Slew at around 0.71 ns
* Worst R2R Setup Slack at 3.93 ns
* VDD IR max at approximately 0.13 mV
* Register area at 4060 sq um
* Hold crit path type: reg -> reg
* Drt via density at 4.75
* Count of library flops with an enable pin at 1
* Yosys chip area at about 23000 sq um
* Cell Chain, Critical Path: clkbuf_16 > clkbuf_16 > clkdlybuf4s50_1
* Slowest stage delay, CP at around 0.43 ns
* Crit-path most repeated cell: clkbuf_16
* Drt drc at 0
* Pin count of the biggest net entering global routing at 61
* First-pass GRT wire length at approximately 82000 um
* Power Dens Cells at 59.1 nW/um^2
* Ys cells at 2427
* Top_reg_cell synth: dfrtp_1
* OpenROAD warning count at between 60 and 70
* Site row count at 101
* Hold Fails Final Rpt at 0
* Setup_tns at 0 ns
* Crit-path max FO at 2
* Clock Latency Late Sink at 0.58 ns
* Syn avg cell area at 9.45 sq um
* Area leader share at 19.6%
* Die span in y at 279 um
* Simple share at 11.6%
* Critical path class: clk -> out
* Status: complete, no violations
* Total Routed Length at ~48000 um
* I/O Buffers at 18
* Synth flops at 162
* Synth Area in Compound Gates at 11.7%
* Mapped Area at 22900 sq um
* Reg2reg path depth at 21
* Unrepaired setup endpoints after global routing: no
* GR peak layer: met2
* Tightest hold margin at approximately 0.43 ns
* Setup bufs post-CTS at 0
* Pins Over Slew Limit at 0
* Total gr overflow at 0
* Yosys xor share at 9.12%
* Final non-filler cell total at 3402
* Worst EP arrival at 5.68 ns
* Met1 Track Usage GR at between 10% and 20%
* Share of layout cells above drive strength 1 at 6.48%
* Combinational gate area at approximately 17000 sq um
* Synth area leader: ha_1
* Post-Synthesis Cells at 2427
* MaxCap Viol Count at 0
* Synth cell types at ~82
* Chip Area at 77600 sq um
* Fillcell total at between 7000 and 8000
[metal layers]
metal / share of wire [%] / wire length (um) / vias to the layer above
met3: 4.7 / 2240 / 48
li1: - / - / 8194
met1: 48 / 23100 / 7647
met4: 1.6 / 790 / 0
met5: 0 / 0 / -
met2: 46 / 21900 / 283
[Yosys cell counts, types with 21 or more instances]
cell	count
mux4_2	33
xnor2_1	136
o21a_1	21
a21o_1	68
mux2_2	35
inv_1	329
mux2i_1	24
o31ai_1	21
dfrtp_1	161
clkbuf_1	40
nor3_1	40
nor2_1	154
nor2b_1	31
o21ai_0	86
nand2b_1	22
ha_1	360
fa_1	189
nand2_1	126
xor2_1	103
buf_4	23
nand3_1	61
a21oi_1	98
[flip-flops by register name, indices dropped and copies added (netlist names)]
| register | count |
|---|---|
| dut.core.qY | 17 |
| vga.qVCount | 11 |
| dut.core.qCounter | 5 |
| dut.yScaled | 13 |
| pointX | 14 |
| dut.core.qX | 17 |
| prescaler | 11 |
| dut.core.qBusy | 1 |
| vga.qHCount | 11 |
| angle | 16 |
| dut.done | 1 |
| pointY | 14 |
| dut.core.qDone | 1 |
| start | 1 |
| dut.core.qAngle | 16 |
| dut.xScaled | 13 |
[cell type report]
class / instances / share of cell area, %
clock inverter: 15 / 0.743
inverter: 331 / 5.02
sequential: 162 / 16.4
clock buffer: 21 / 2.06
timing repair buffer: 36 / 1.27
tap: 978 / 4.94
multi-input combinational: 1859 / 69.5
[per-stage QoR]
step                      cell area, sq um  setup WS [ns]
after floorplan                      23000           2.90
after global placement               24100           2.63
after detailed placement             24100           2.63
after CTS                            24700           2.28
after global routing                 24700           2.29
final                                24700           2.32
[logic make-up after synthesis]
group,count (synthesis)
AND-OR/OR-AND,412
XOR/XNOR,239
adder cells (fa/ha/maj),549
buffers and inverters,419
flip-flops,162
multiplexers,95
other,2
AND/OR/NAND/NOR,549
[how the worst max path moves through the flow]
| stage | start | endpoint | slack [ns] | depth (start not counted) |
|---|---|---|---|---|
| 6_report | clk | vgaClk | 2.32 | 3 |
| 5_1_grt | clk | vgaClk | 2.29 | 3 |
| 4_1_cts | clk | vgaClk | 2.28 | 3 |
[report_power, final]
part | internal (mW) | switching [mW]
combinational | 0.0111 | 0.0226
sequential | 0.658 | 0.00439
clock | 0.438 | 0.328
total | 1.11 | 0.355
Power and IR drop assume default switching activity.
