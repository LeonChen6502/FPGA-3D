==> design/flow/design.v <==
`timescale 1ns / 1ps
module receiver_decoder (
    input        i_clk,
    input        i_rst_n,
    input        i_reading_enable,   
    input        i_Rx_DV,
    input  [7:0] i_Rx_Byte,
	 output [20:0] o_point_count,
    output [19:0] o_SRAM_ADDR,
    inout  [15:0] io_SRAM_DQ,
    output        o_SRAM_WE_N,
    output        o_SRAM_CE_N,
    output        o_SRAM_OE_N,
    output        o_SRAM_LB_N,
    output        o_SRAM_UB_N
);
    parameter S_IDLE       = 0;  
    parameter S_RECIVE     = 1;  
    parameter S_WAIT       = 2;  
    parameter S_WRITE_RAM  = 3;
    logic [2:0] state_r, state_w;
    logic [19:0] addr, addr_w;
    logic [47:0] data_wrtie_r, data_wrtie_w;
    logic [15:0] data_write;  
    logic [7:0] data_received;
    logic [3:0] counter_r, counter_w;
    logic flag1_r, flag1_w; 
	 logic [20:0] point_count_r, point_count_w;
    assign o_SRAM_ADDR = addr;
    assign io_SRAM_DQ  = (state_r == S_WRITE_RAM) ? data_write : 16'dz;  
    assign o_SRAM_WE_N = (state_r == S_WRITE_RAM) ? 1'b0 : 1'b1;
    assign o_SRAM_CE_N = 1'b0;
    assign o_SRAM_OE_N = 1'b0;
    assign o_SRAM_LB_N = 1'b0;
    assign o_SRAM_UB_N = 1'b0;
	 assign o_point_count = point_count_r;
    always_ff @(posedge i_clk or negedge i_rst_n) begin
        if (!i_rst_n) begin
            state_r      <= S_IDLE;
            addr         <= 20'd0;
            data_wrtie_r <= 32'd0;
            counter_r    <= 4'd0;
            flag1_r      <= 1'b1;  
				point_count_r <= 21'd0;
        end else begin
            state_r      <= state_w;
            addr         <= addr_w;
            data_wrtie_r <= data_wrtie_w;
            counter_r    <= counter_w;
            flag1_r      <= flag1_w;  
				point_count_r <= point_count_w;
        end
    end
    always_comb begin
        addr_w       = addr;
        data_wrtie_w = data_wrtie_r;
        counter_w    = counter_r;
        state_w      = state_r;
        flag1_w      = flag1_r;    
		  point_count_w = point_count_r;
        case (state_r)
            S_IDLE: begin
                if (i_Rx_DV) begin
                    if (i_Rx_Byte == 8'hFF) begin  
                        counter_w    = 4'd0;    
                        data_wrtie_w = 32'd0;   
                        state_w      = S_RECIVE;  
                    end else begin
                        state_w = S_IDLE;  
                    end
                end else begin
                    state_w = S_IDLE;  
                end
            end
            S_RECIVE: begin
                if (i_Rx_DV) begin
                    if (flag1_r) begin 
                        flag1_w = 1'b0;  
                        data_wrtie_w = (data_wrtie_r << 8) | i_Rx_Byte;
                        counter_w    = counter_r + 1;
                    end else begin
                        flag1_w = 1'b0;  
                    end
                    if (counter_r == 4'd5)
                        state_w = S_WAIT;
                    else
                        state_w = S_RECIVE;
                end else begin
                    state_w = S_RECIVE;  
                    flag1_w = 1'b1;  
                end
            end
            S_WAIT: begin
                if (i_reading_enable) begin
                    counter_w = 4'd0;    
                    state_w   = S_WRITE_RAM;
                end else begin
                    state_w = S_WAIT;
                end
            end
            S_WRITE_RAM: begin
                if (counter_r == 0) begin 
                    addr_w     = addr + 1;  
                    counter_w  = counter_r + 1;  
                    state_w    = S_WRITE_RAM;  
                end else if (counter_r == 1) begin
                    addr_w     = addr + 1;  
                    counter_w  = counter_r + 1;  
                    state_w    = S_WRITE_RAM;   
                end else if (counter_r == 2) begin
                    addr_w     = addr + 1;  
                    counter_w  = counter_r + 1;  
                    state_w    = S_WRITE_RAM;   
						  point_count_w = point_count_r + 1;
                end else begin
                    state_w = S_IDLE;
                end
            end
            default: state_w = S_IDLE;  
        endcase
    end
	 always_comb begin
			data_write = data_wrtie_r[15:0];
			if (counter_r == 0) begin 
			  data_write = data_wrtie_r[15:0];
			end else if (counter_r == 1) begin
			  data_write = data_wrtie_r[31:16];  
		   end else if (counter_r == 2) begin
			  data_write = data_wrtie_r[47:32];  
		   end
	 end
endmodule
==> design/flow/run.sh <==
#!/bin/bash
# OpenROAD 26Q1-2900-gdf79404cd8, Yosys 0.63+post, stock flow scripts
make -C /OpenROAD-flow-scripts/flow DESIGN_CONFIG=/design/flow/config.mk WORK_HOME=/design/flow/orfs finish
==> design/flow/config.mk <==
export PLATFORM = sky130hd
export DESIGN_NAME = receiver_decoder
export DESIGN_NICKNAME = receiver_decoder
export VERILOG_FILES = /design/flow/design.v
export SDC_FILE = /design/flow/constraint.sdc
export NUM_CORES = 4
export LEC_CHECK = 1
export CORE_UTILIZATION = 40
==> design/flow/constraint.sdc <==
current_design receiver_decoder

set clk_period 11.8
set clk_io_pct 0.2

create_clock -name clk0 -period $clk_period [get_ports {i_clk}]

set non_clock_inputs [all_inputs -no_clocks]
set_input_delay [expr $clk_period * $clk_io_pct] -clock clk0 $non_clock_inputs
set_output_delay [expr $clk_period * $clk_io_pct] -clock clk0 [all_outputs]
==> results.yml <==
# generated from flow reports
synth:
  synth_warnings: 2
  ys_seq_frac: 0.538
  synth_flops: 98
  synthDistinctLibCells: 44
  ys_chip_area_mm2: 0.00456
  syn_area_per_cell_um2: 9.46
  edf_count: 0
  synth_cells: 482
  ff_type: "dfrtp_1"
  yosys_cells: 482
  netlist_area_mm2: 0.00456
  async_flop_share: 1.00
cells_and_area:
  layout_top_cells: "nand2_1, dfrtp_1, o21ai_0"
  area_growth_syn_to_layout_pct: 20.8
  nFillCells: 986
  lay_top_count: "nand2_1"
  flop_area_mm2: 0.00245
  comb_area_mm2: 0.00196
  fin_util: 0.502
  drive_gt1_frac: 0.0624
grt:
  overflow: 0
  grt_max_degree: 97
  antenna_found_initial: 0
  grt_use_total: 0.169
  grt_pass1_wl_um: 15300
  grt_pass1_vias: 3052
pwr:
  power_density_mw_per_mm2: 123
  leakagePower_uw: 0.00229
  worst_ir_drop_vdd_mv: 0.0788
clock_tree:
  cts_hold_buf: 0
  clock-sinks: 98
  clkTransAtPathRegs_ns: 0.07
  cts_max_level: 3
  postCtsSetupBuffers: 0
  cts_buffers: 9
  clk_path_buf_depth: 2
  cts_resized: 0
  root_buffer: "clkbuf_16"
  clk_latency_ns: 0.34
  cts_tree: "done"
setup_path:
  r2r_slack_ns: 9.12
  end_kind: "output pin"
  critPathLaunchType: "flop"
  cp.arrival_ns: 2.24
  required_ns: 9.44
  critPathKind: "reg2out"
  path_max_fanout: 20
run:
  openroad.warnings: 28
  maxCapViolCount: 0
die:
  die_h_um: 109
  io_pins: 74
  chipWidth_um: 109
  coreArea_mm2: 0.0110
  rows: 38
  fp_util: 0.415
  die_area_mm2: 0.0118
route:
  drtPass1Iterations: 4
  drcViolationCount: 0
  ant_nets: 0
  drt_iter0_drc: 187
  wl_per_cell_um: 13.7
  detail_route.wirelength_um: 9200
  via_per_inst: 5.08
  n_antenna_cell: 0
  via_count: 3396
final_timing:
  rsz0062_at_grt: "false"
  clock_skew_ns: 0.00860
  setup-tns-final_ns: 0
  post-route-min-period_ns: 4.60
  fin_crit_sh: 0.390
  relSlewSlack: 0.458
  fmax_mhz: 217
  slew_violations: 0
  setup_viol: 0
  worstMarginPinSlew_ns: 0.812
  hold_viol: 0
place:
  io_buffer_count: 53
  place.gp.congestion: 0.827
  dpl.hpwl_um: 6220
outcome:
  status: "finished clean"
hold_path:
  min_path_type: "reg2reg"
==> logic make-up after synthesis <==
family	Yosys count	synth area share
xor gates and xnor gates	39	0.0749
buffers and inverters	38	0.0373
other	1	0.000822
and+or+nand+nor	206	0.212
DFF	98	0.538
adders and majority gates	6	0.0165
muxes	2	0.00466
AOI/OAI and AO/OA	92	0.116
==> Yosys cell counts (2+ instances only) <==
cell type	instances	area [um^2]
dfrtp_1	96	2400
o21ai_0	66	330
dfstp_2	2	52.6
nor4_2	2	25.0
nor3_1	8	40.0
nand2_1	131	492
buf_4	6	45.0
and4_1	3	26.3
inv_1	7	26.3
nor2b_1	2	12.5
a21o_1	2	15.0
ha_1	6	75.1
nor2_1	13	48.8
buf_2	4	20.0
nand3_1	18	90.1
nand4_1	11	68.8
clkbuf_1	20	75.1
xor2_1	14	123
o21ai_1	2	10.0
xnor2_1	25	219
a22oi_1	16	120
and3_1	6	37.5
==> per-layer routing <==
metal	track usage	wire, um	up-vias
met3	0.0244	283	12
met4	0.0232	148	0
met2	0.261	4330	50
li1	-	-	1709
met5	0	0	-
met1	0.273	4430	1625
==> final cells by class <==
| cell class | instances | share of cell area |
|---|---|---|
| flip-flops and latches | 98 | 0.446 |
| multi-input cells | 349 | 0.357 |
| repair buffers | 58 | 0.103 |
| clock buffers | 10 | 0.0416 |
| well taps | 140 | 0.0318 |
| clock inverters | 6 | 0.0164 |
| inverters | 8 | 0.00545 |
==> final timing paths <==
check / from / to / cells after the start
hold / removal: point_count_r[20]$_DFFE_PN0P_ / point_count_r[20]$_DFFE_PN0P_ / 1
setup reg to reg: counter_r[1]$_DFFE_PN0P_ / counter_r[3]$_DFFE_PN0P_ / 7
max in group asynchronous: i_rst_n / data_wrtie_r[24]$_DFFE_PN0P_ / 2
min in group asynchronous: i_rst_n / point_count_r[15]$_DFFE_PN0P_ / 1
hold reg to reg: point_count_r[20]$_DFFE_PN0P_ / point_count_r[20]$_DFFE_PN0P_ / 1
setup / recovery: counter_r[1]$_DFFE_PN0P_ / io_SRAM_DQ[7] / 6
==> power by group <==
part           switching [uW]  internal (uW)
clock network             124            187
logic                    14.1           6.74
registers                3.92            339
total                     142            533
==> sequential cells by signal, summed over array words and instances, names as in the netlist <==
| signal | flops |
|---|---|
| data_wrtie_r | 48 |
| point_count_r | 21 |
| addr | 20 |
| counter_r | 4 |
| state_r | 4 |
| flag1_r | 1 |
==> worst max-delay path, stage by stage (launching register included) <==
cell and delay (ns):
dfrtp_1 0.43, inv_1 0.10, ha_1 0.68, nor2b_1 0.10, buf_4 0.23, a22oi_1 0.27, o21ai_0 0.10
==> metrics by stage <==
stage	instance area (um^2)	hold slack (ns)	std cells	power [uW]	worst slack, ns
after CTS	5510	0.471	669	684	7.15
after global placement	5190	0.457	653	371	7.43
after detailed placement	5190	0.458	653	371	7.40
final	5510	0.462	669	675	7.20
after global routing	5510	0.482	669	699	7.05
after floorplan	4570	0.420	485	358	7.94
Power figures rest on the tool's default switching activity, not on a simulated workload.
